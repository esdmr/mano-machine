==> ./design.v <==
`default_nettype none
typedef struct packed {
  logic mode;
  logic [2:0] opcode;
  logic [11:0] operand;
} instruction_t;
module Encoder4 (
    output var logic [4-1 : 0] data_out,
    input var logic [2**4-1 : 0] data_in
);
  assign data_out[0] = (
    data_in[1] ||
    data_in[3] ||
    data_in[5] ||
    data_in[7] ||
    data_in[9] ||
    data_in[11] ||
    data_in[13] ||
    data_in[15]
  );
  assign data_out[1] = |data_in[2+:2] || |data_in[6+:2] || |data_in[10+:2] || |data_in[14+:2];
  assign data_out[2] = |data_in[4+:4] || |data_in[12+:4];
  assign data_out[3] = |data_in[8+:8];
endmodule
==> ./run.sh <==
#!/bin/bash
# OpenROAD 26Q1-2900-gdf79404cd8, Yosys 0.63+post, stock flow scripts
make -C /OpenROAD-flow-scripts/flow DESIGN_CONFIG=/design/flow/config.mk WORK_HOME=/design/flow/orfs finish
==> ./config.mk <==
export PLATFORM = sky130hd
export DESIGN_NAME = Encoder4
export DESIGN_NICKNAME = Encoder4
export VERILOG_FILES = /design/flow/design.v
export SDC_FILE = /design/flow/constraint.sdc
export NUM_CORES = 4
export LEC_CHECK = 1
export CORE_AREA = 10 10 70 70
export DIE_AREA = 0 0 80 80
==> ./constraint.sdc <==
current_design Encoder4

set clk_period 1.0
set clk_io_pct 0.2

create_clock -name clk0 -period $clk_period

set non_clock_inputs [all_inputs -no_clocks]
set_input_delay [expr $clk_period * $clk_io_pct] -clock clk0 $non_clock_inputs
set_output_delay [expr $clk_period * $clk_io_pct] -clock clk0 [all_outputs]
==> impl_metrics.toml <==
# flow metrics
[yosys]
synth.distinct_cells = 3
synth.most_common_cell = "sky130_fd_sc_hd__nor4_1"
synth-area-yosys_sq_um = 65.06
syn_area_sq_um = 65.06
yosys-stat-cells = 11
post_synth_top_cells = "sky130_fd_sc_hd__nor4_1, sky130_fd_sc_hd__nand2_1, sky130_fd_sc_hd__nor4_2"
area_share_top_type_pct = 57.69
ys_seq_share_pct = 0
post_synth.cell_area_avg_sq_um = 5.915
synthesis.instances = 11
synth_area_leader_cell = "sky130_fd_sc_hd__nor4_1"
ys_warn_count = 0
top_cells_by_area = "sky130_fd_sc_hd__nor4_1, sky130_fd_sc_hd__nand2_1, sky130_fd_sc_hd__nor4_2"

[floorplanning]
floorplan.core_util_pct = 1.905
io-pin-count = 20
chipWidth_um = 80
fp.coreArea_sq_um = 3416
die_size_sq_um = 6400
std_cell_rows = 21
vertical_die_dimension_um = 80

[power]
ir_worst_vdd_mv = 0.03034
total_power_mw = 0.09253
power-per-cell-area_nw_per_um2 = 260.4
power.leakage_nw = 0.1107

[run]
stage_log_warnings = 35
drv_cap = 0

[global_routing]
grt_antenna_before_repair = 0
grt.total_usage_pct = 2.009
grt_start_max_net_pins = 4
grt_first_pass_wirelength_um = 1076
overflow = 0
first_global_vias = 206

[cts]
ctsHoldBuffers = 0

[timing]
setup_repair_after_global_routing_missed_its_margin = "yes"
fmaxAchievable_mhz = 928.2
tightest_pin_transition_ns = 0.2721
hold_viol = 0
finalSetupViolCount = 3
finalMaxSlewViolations = 0
layout_worst_path_cycle_share_pct = 107.7
setup_ws_ns = -0.07734
min_period_ns = 1.077
relSlewSlack_pct = 81.71

[detailed_routing]
drtIter0Drc = 2
postRouteWirelength_um = 721
routed_via_density = 2.405
drt.antenna.violating_nets = 0
firstDrtPassIters = 3
route.detailed.drc = 0
insertedDiodeCount = 0
dr_total_vias = 190
routedWlPerCell_um = 9.127

[final_layout]
layout.filler_cells = 393
layout.area.seq_sq_um = 0
stdcell_area_sq_um = 355.3
clock_buffers = 0
post_route_cells_drive_above_1_share_pct = 87.88
ff_count = 0
postLayoutCoreUtil_pct = 10.40
comb_area_sq_um = 142.6
area_overhead_vs_synth_pct = 446.2

[placement]
placement.io_buffers = 19
dp_hpwl_um = 524.8
finalWeightedCongestion = 0.7971
postPlaceCellArea_sq_um = 312.8
pre_cts_ws_ns = -0.6939

[critical_path]
setup.worst_path.start_class = "primary input"
critPathRequiredTime_ns = 0.80
critical_path_class = "in2out"
highest_net_fanout_along_the_worst_path = 2
crit_path_end = "data_out[3]"
critPathCaptureType = "output port"
critical_path_arrival_ns = 0.88
setup.worst_path.start = "data_in[12]"

[hold_path]
hp-class = "in2out"

[status]
outcome = "finished with violations"
violations_in_the_final_reports = "negative setup slack"
[area by class of cell]
class                           count  share of cell area [%]
Tap cell                           46                   16.20
Timing Repair Buffer               22                   43.66
Multi-Input combinational cell     11                   40.14
[cells in the final DEF (no fill, tap or decap)]
cell type	n
sky130_fd_sc_hd__clkdlybuf4s15_1	2
sky130_fd_sc_hd__buf_4	5
sky130_fd_sc_hd__buf_8	1
sky130_fd_sc_hd__nand2_2	2
sky130_fd_sc_hd__nor4_4	4
sky130_fd_sc_hd__buf_6	2
sky130_fd_sc_hd__buf_2	7
sky130_fd_sc_hd__clkbuf_2	5
sky130_fd_sc_hd__nand2_1	2
sky130_fd_sc_hd__nor4_2	3
[what timing repair did]
action | CTS | global route
endpoints found under the setup margin | 4 | 4
resized | 61 | 21
buffers inserted | 3 | 0
pin swaps | 11 | 9
[power breakdown]
group	internal (mW)	switching, mW
sequential	0	0
clock	0	0
combinational	0.0504	0.0421
[logic make-up after synthesis]
kind of cell,after synthesis,share of synthesized area (%)
and+or+nand+nor,11,100.0
[through the flow]
stage / TNS [ns] / std cells / hold WS, ns
after floorplan: 0 / 11 / 0.4444
after global placement: -2.672 / 76 / 1.411
after detailed placement: -2.643 / 76 / 1.410
after CTS: -0.2302 / 79 / 0.6864
after global routing: -0.2766 / 79 / 0.6698
final: -0.1456 / 79 / 0.6507
[worst min path at each step]
stage          start     endpoint  slack [ns]  cells after the start
4_1_cts   data_in[9]  data_out[0]        0.69                      4
6_report  data_in[9]  data_out[0]        0.65                      4
5_1_grt   data_in[9]  data_out[0]        0.67                      4
[routing by layer]
layer	vias up	GRT usage [%]	wire length (um)	share of wire, %
met5	-	0	0	0
met4	0	0	0	0
met3	0	1.136	135	19
met2	19	2.809	264	37
met1	79	2.769	321	45
li1	92	-	-	-
[worst max-delay path: stages]
cell                      delay, ns
sky130_fd_sc_hd__buf_6         0.09
sky130_fd_sc_hd__nor4_4        0.27
sky130_fd_sc_hd__buf_4         0.15
sky130_fd_sc_hd__nand2_2       0.04
sky130_fd_sc_hd__buf_2         0.12
Power figures rest on the tool's default switching activity, not on a simulated workload.
